[./design.v]
`timescale 1ns / 1ps
module accumulator(lda,clk,shfta,clra,z,a);
parameter N=8;
parameter alpha=3;
input lda,clk,shfta,clra;
input [N-1:0] z;
output reg [N-1:0]a;
always @(posedge clk)
if(clra) a[N-1:0]<=0;
else if(lda) a[N-1:0]<=z[N-1:0];
else if(shfta) a[N-1:0]<={a[N-1],a[N-1:1]};
endmodule
module multiplier(clk,ldq,data_inQ,shftq,clrq,prev,q);
parameter N=8;
parameter alpha=3;
input clk,ldq,shftq,clrq,prev;
input [N-1:0] data_inQ;
output reg [N-1:0] q;
always @(posedge clk)
if(clrq==1'b1) q[N-1:0]<=0;
else if(ldq==1'b1) q[N-1:0]<=data_inQ;
else if(shftq==1'b1) q[N-1:0]<={prev,q[N-1:1]};
endmodule
module store(shftff,clk,clrff,prev,qm1);
input shftff,clk,clrff,prev;
output reg qm1;
always@(posedge clk)
if(clrff==1'b1) qm1<=1'b0;
else if(shftff==1'b1) qm1<=prev;
endmodule
module ALU(a,m,addsub,clk,z);
parameter N=8;
parameter alpha=3;
input [N-1:0] a,m;
input addsub,clk;
output reg [N-1:0] z;
always@(posedge clk)
if(addsub==1'b1) z[N-1:0]<= a[N-1:0]+m[N-1:0];
else if(addsub==1'b0) z[N-1:0]<=a[N-1:0]-m[N-1:0];
endmodule
module multiplicand(ldm,clrm,clk,data_inM,m);
parameter N=8;
parameter alpha=3;
input ldm,clk,clrm;
input [N-1:0] data_inM;
output reg [N-1:0] m;
always@(posedge clk)
if(clrm==1'b1) m[N-1:0]<=0;
else if(ldm==1'b1) m[N-1:0]<=data_inM;
endmodule
module counter(clk,decr,ldcount,count);
parameter N=8;
parameter alpha=3;
input clk,decr,ldcount;
output reg[alpha:0]count;
always @(ldcount,decr)
if(ldcount==1'b1) count<=N;
else if(decr==1'b1) count <= count-1;
endmodule
module comparator(clk,q0,qm1,comp,value);
input clk,q0,qm1,comp;
output reg[1:0] value;
always@(comp)
if(comp==1'b1) value<={q0,qm1};
endmodule 
module finalans(clk,a,q,ans);
parameter N=8;
parameter alpha=3;
input clk;
input [N-1:0] a,q;
output reg [(N+N)-1:0] ans;
always @(posedge clk)
ans[(N+N)-1:0]<={a,q};
endmodule
module datapath(clk,clra,lda,shfta,ldq,data_inQ,shftq,clrq,shftff,clrff,addsub,data_inM,ldm,clrm,ldcount,decr,comp,ans,count,value,a,q,qm1);
parameter N=8;
parameter alpha=3;
input clk,clra,lda,shfta,ldq,shftq,clrq,shftff,clrff,addsub,ldm,clrm,ldcount,decr,comp;
input [N-1:0] data_inQ,data_inM;
output wire [(N+N)-1:0] ans;
output wire[1:0] value;
output wire[alpha:0] count;
wire [N-1:0] z,m;
output [N-1:0] a,q;
output qm1;
finalans result(clk,a,q,ans);
comparator co(clk,q[0],qm1,comp,value);
counter cnt(clk,decr,ldcount,count);
multiplicand mut(ldm,clrm,clk,data_inM,m);
ALU alu(a,m,addsub,clk,z);
store str(shftff,clk,clrff,q[0],qm1);
multiplier mult(clk,ldq,data_inQ,shftq,clrq,a[0],q);
accumulator acc(lda,clk,shfta,clra,z,a);
endmodule
module controlpath(clk,clra,lda,shfta,ldq,data_inQ,shftq,clrq,shftff,clrff,addsub,data_inM,ldm,clrm,ldcount,decr,comp,count,value,start,state);
parameter N=8;
parameter alpha=3;
input [alpha:0] count;
input [1:0] value;
input start;
input clk;
output  reg clra,lda,shfta,ldq,shftq,clrq,shftff,clrff,addsub,ldm,clrm,ldcount,decr,comp;
input [N-1:0] data_inQ,data_inM;
parameter s0=3'b000,s1=3'b001,s2=3'b010,s3=3'b011,s4=3'b100,s5=3'b101,s6=3'b110,s7=3'b111;
output reg [2:0] state;
always @(posedge clk)
case(state)
    s0: if(start) state<=s1;
    s1: state<=s2;
    s2: if(value==2'b01) state<=s3;
        else if(value==2'b10) state<=s4;
        else state<=s5;
    s3: state<=s7;
    s4: state<=s7;
    s5: if(count==0) state<=s6;
        else state<=s2;
    s6: state<=s6;
    s7: state<=s5;
    default : state <= s0;
   endcase
always @(state)
case(state)
 s0 : begin
      clrm<=1'b1;
      clrq<=1'b1;
      clra<=1'b1;
      clrff<=1'b1;
      lda<=1'b0;
      shfta<=1'b0;
      ldq<=1'b0;
      shftq<=1'b0;
      shftff<=1'b0;
      addsub<=1'b0;
      ldm<=1'b0;
      ldcount<=1'b0;
      decr<=1'b0;
      comp<=1'b0;
      end
 s1: begin
     clrm<=1'b0;
     clrq<=1'b0;
     clra<=1'b0;
     clrff<=1'b0;
     ldq<=1'b1;
     ldm<=1'b1;
     ldcount<=1'b1;
     end
 s2: begin
     ldm<=1'b0;
     ldcount<=1'b0;
     ldq<=1'b0;
     shfta<=1'b0;
     shftq<=1'b0;
     shftff<=1'b0;
     comp<=1'b1;
     decr<=1'b0;
     end
 s3: begin
        comp<=1'b0;
        addsub<=1'b1;
     end
 s4: begin
        comp=1'b0;
        addsub=1'b0;
     end
 s5: begin
        comp<=1'b0;
        shfta<=1'b1;
        shftq<=1'b1;
        shftff<=1'b1;
        decr<=1'b1;
        lda<=1'b0;
     end
  s6: begin
        clrm<=1'b1;
        clrq<=1'b0;
        clra<=1'b0;
        clrff<=1'b0;
        lda<=1'b0;
        shfta<=1'b0;
        ldq<=1'b0;
        shftq<=1'b0;
        shftff<=1'b0;
        addsub<=1'b0;
        ldm<=1'b0;
        ldcount<=1'b0;
        decr<=1'b0;
        comp<=1'b0;
      end
  s7:  begin
       lda<=1'b1;
          end
  default: begin
            clrm<=1'b1;
        clrq<=1'b1;
        clra<=1'b1;
        clrff<=1'b1;
        lda<=1'b0;
        shfta<=1'b0;
        ldq<=1'b0;
        shftq<=1'b0;
        shftff<=1'b0;
        addsub<=1'b0;
        ldm<=1'b0;
        ldcount<=1'b0;
        decr<=1'b0;
        comp<=1'b0;
           end
endcase
endmodule
module booth(start,clk,data_inM,data_inQ,ans);
input start,clk;
parameter N= 8;
parameter alpha = 3;
input [N-1:0] data_inM,data_inQ;
output [N+N-1:0] ans;
wire clra,lda,shfta,ldq,shftq,clrq,shftff,clrff,addsub,ldm,clrm,ldcount,decr,qm1;
wire [1:0] comp,value;
wire [alpha:0] count;
wire [N-1:0] a,q;
wire [2:0] state;
datapath dp1(clk,clra,lda,shfta,ldq,data_inQ,shftq,clrq,shftff,clrff,addsub,data_inM,ldm,clrm,ldcount,decr,comp,ans,count,value,a,q,qm1);
controlpath cp1(clk,clra,lda,shfta,ldq,data_inQ,shftq,clrq,shftff,clrff,addsub,data_inM,ldm,clrm,ldcount,decr,comp,count,value,start,state);
endmodule
[./run.sh]
#!/bin/bash
# OpenROAD 26Q1-2900-gdf79404cd8, Yosys 0.63+post, stock flow scripts
make -C /OpenROAD-flow-scripts/flow DESIGN_CONFIG=/design/flow/config.mk WORK_HOME=/design/flow/orfs finish
[./config.mk]
export PLATFORM = sky130hd
export DESIGN_NAME = booth
export DESIGN_NICKNAME = booth
export VERILOG_FILES = /design/flow/design.v
export SDC_FILE = /design/flow/constraint.sdc
export NUM_CORES = 4
export LEC_CHECK = 1
export CORE_UTILIZATION = 30
[./constraint.sdc]
current_design booth

set clk_period 1.7
set clk_io_pct 0.2

create_clock -name clk0 -period $clk_period [get_ports {clk}]

set non_clock_inputs [all_inputs -no_clocks]
set_input_delay [expr $clk_period * $clk_io_pct] -clock clk0 $non_clock_inputs
set_output_delay [expr $clk_period * $clk_io_pct] -clock clk0 [all_outputs]
==> writeup.txt <==
The CTS report gives the tree buffer count as 5. The number of vias after detailed routing came out at 814. The root buffer cell chosen for the clock tree is sky130_fd_sc_hd__clkbuf_8. The final layout contains routed wiring with a total length of 2010 um. The tools report the wire length of the first global-routing pass as 3460 um. A synthesized cell averages 12.2 sq um. The first routing iteration left 16 violations. Looking at the reg2reg group, the worst path starts from dp1.acc.a[5]. With the setup-violating endpoint count in the final report at 0, the upper clock frequency limit is 696 MHz. For the number of antenna violations at the first check in global routing, the log shows 0. Iteration tally of the first detailed-router pass: 2. In the post-synthesis netlist, the biggest area contributors are sky130_fd_sc_hd__dfxtp_1 55%, sky130_fd_sc_hd__mux2i_1 12%, sky130_fd_sc_hd__dlxtp_1 7.3%, sky130_fd_sc_hd__nor2b_1 3.5%, sky130_fd_sc_hd__a211oi_1 3.1%.

The data arrival at the endpoint of the critical path is 1100 ps. Per the breakdown, switching nets consume 18.4% of all power. In this run the remaining antenna-violating nets after routing total 0. The worst setup path is of the register to output pin kind.

With the later-pin clock latency in the skew report at 280 ps, the share of power burned in the clock network is 41.9%. In the placement report, post-DP HPWL is listed as 1310 um. The required time of the critical path came out at 1360 ps.

Yosys mapped a number of flops with a built-in enable equal to 0. The detail-routed net length per standard cell works out to 10.7 um. In this design, the largest share of critical-path delay is due to buffers and inverters. STA classifies the critical path startpoint as a register. The run gives 0 for the count of unresolved DRC violations after routing. The final timing report lists clock skew as 2.55 ps. 0 antenna diodes ended up in the layout. Once the clock tree was built, the setup fixing pass inserted 0 buffers. The final max-slew violation count was 0; the clock slew at the register clock pins of the worst setup and hold paths was 70 ps. The share of synthesized area in the top cell type comes to 54.6%.

Counting flops and latches in the post-synthesis netlist gives 49. The endpoint identified for the worst register-to-register timing path is dp1.acc.a[4]. The share of final-layout standard cells stronger than drive strength 1 is 7.30%. Cell area after technology mapping: 1430 sq um.

The top-level port count is 34, and the delay of the slowest critical-path stage is 480 ps. Final weighted congestion in routability-driven placement: 0.755. Setup repair after global routing left no endpoint under its margin.

The run gives 771 as the via count of the first global-routing pass. The most frequent cell after synthesis was sky130_fd_sc_hd__dfxtp_1. The number of buffers on the longest clock path was 2; the level count of the clock H-tree was 2. With the number of warnings in the stage logs at 43, the number of resized instances in the post-cts repair step is 0. The kind of path behind the tightest hold check was register to register.

Slew at the pin closest to its max-slew limit: 604 ps. The setup slack of the most critical reg-to-reg path is 950 ps, and the synthesized instance count is 117. Entering global routing, the biggest net connects 18 pins. Per the run report, area growth between synthesis and finish was 20.0%. For the count of endpoints without a timing constraint, the log shows 10. In the hold report, the worst path ends at dp1.result.ans[12].

With the count of unclocked register or latch pins at 10, the shortest period the worst path allows is 1440 ps. The final layout reports a setup TNS of 0 ps. Kind of end point of the critical path: an output pin. Per the power-grid run, VDD falls by no more than 0.000637 V.

The stat command in Yosys gives a chip area of 1430 sq um. The share of the core area taken by cells at floorplan is 32.0%. The synthesis report gives the async set-or-reset register share as 0%. In this run, post-CTS hold repair placed 0 buffers. The number of maximum-capacitance violations recorded for the run is 0. The length in cells of the worst reg-to-reg path is 2. The all-layer global routing usage is 8.64%. Looking at the critical path, the highest net fanout was 2.

The worst hold path was traced through 0 stages. TritonCTS built the clock tree. Of the total power, combinational logic draws 0%. The run gives 0.000289 W for the net switching power. The tools report the yosys stat cell total as 117. Internal power comes to 0.00128 W.

The floorplan has 24 rows. Per the OpenROAD power report, leakage power amounts to 0.645 nW. In this run the most critical hold path is launched from dp1.acc.a[4]. The run gives 0 as the hold violation count in the final report.

Traced cell by cell, the critical path runs through clkdlybuf4s50_1. The die covers 5050 sq um. The detail-routed via count per cell is 4.31. The most used flip-flop cell after synthesis is sky130_fd_sc_hd__dfxtp_1. Cells fill 38.4% of the core in the end. The ratio of total power to cell area came out at 915 nW/um^2. Buffers placed on the I/O ports in this run total 16. Synthesis instantiated 20 different standard cells from the library.

For this run the aggregate overflow at the end of global routing stands at 0. The slowest stage of the critical path belongs to the cell sky130_fd_sc_hd__clkdlybuf4s50_1. With the critical path buffer and inverter count at 1, the horizontal die size is 71.0 um. After synthesis, the most frequently instantiated cells are 39 x sky130_fd_sc_hd__dfxtp_1, 17 x sky130_fd_sc_hd__mux2i_1, 10 x sky130_fd_sc_hd__nor2_1. Dominant cell type by area after synthesis: sky130_fd_sc_hd__dfxtp_1. According to the floorplan report, the die height is 71.0 um. The run finished with clean final reports. In the finished design, the share of the clock period the worst path needs comes to 84.5%.

The Yosys step of the flow raised 15 warnings. For the share of power burned in registers, the log shows 58.1%. Headroom to the max-slew limit came out at 59.8%. The core footprint came out at 4470 sq um.
==> power groups by stage <==
stage	registers [W]	clock network [W]	logic (W)
after CTS	0.000913	0.000673	0.000000000207
after global routing	0.000913	0.000713	0.000000000207
final	0.000913	0.000658	0.000000000207
==> cell usage in the layout (no fill, tap or decap), drive strengths merged <==
cell type       n
and2            2
mux2i          17
nor3b           1
nor2           10
inv             7
clkbuf          8
a211oi          7
nor3            3
ha              3
dlxtn           3
nor2b           8
dfxtp          39
xor2            2
buf             1
or2             1
clkdlybuf4s50  16
a21o            2
dlxtp           7
==> worst max-delay path by stage <==
stage | start | endpoint | depth (start not counted)
5_1_grt | dp1.result.ans[9] | ans[9] | 1
6_report | dp1.result.ans[9] | ans[9] | 1
4_1_cts | dp1.result.ans[9] | ans[9] | 1
==> cells by family after synthesis <==
kind of cell / share of synthesized area [%]
DFF: 54.6
latches: 10.5
and+or+nand+nor: 9.01
muxes: 11.9
adders and majority gates: 2.62
buffers and inverters: 5.07
xor gates and xnor gates: 1.23
AOI/OAI and AO/OA: 5.07
==> sequential cells by signal (all words and copies together), names as in the netlist <==
name / flops
dp1.result.ans: 15
dp1.acc.a: 8
dp1.mult.q: 8
cp1.state: 6
dp1.cnt.count: 4
dp1.co.value: 2
cp1.clrff: 1
cp1.comp: 1
cp1.lda: 1
cp1.shfta: 1
dp1.alu.z: 1
dp1.str.qm1: 1
==> worst reg2reg max path: stages (launching register included) <==
cell                       delay, ps
sky130_fd_sc_hd__dfxtp_1         350
sky130_fd_sc_hd__mux2i_1          80
sky130_fd_sc_hd__a211oi_1        230
==> metrics by stage <==
stage / hold WS (ps) / total power [W] / area, sq um / instances / worst slack (ps)
floorplan: 350 / 0.000934 / 1430 / 117 / 1040
global placement: 358 / 0.000934 / 1620 / 181 / 563
detailed placement: 358 / 0.000934 / 1620 / 181 / 564
CTS: 369 / 0.00159 / 1720 / 189 / 244
global route: 377 / 0.00163 / 1720 / 189 / 193
finish: 369 / 0.00157 / 1720 / 189 / 264
==> metal layers <==
layer	vias up	global-route usage (%)	wire [um]
met2	16	10.8	745
met3	5	3.03	117
met5	-	0	0
met4	0	1.56	45
li1	423	-	-
met1	370	14.8	1110
==> layout make-up <==
type                            instances  area, sq um
Fill cell                             421         2760
Inverter                                7         26.3
Tap cell                               52         65.1
Sequential cell                        49          931
Timing Repair Buffer                   17          168
Clock buffer                            8          100
Multi-Input combinational cell         56          427
Power figures rest on the tool's default switching activity, not on a simulated workload.
